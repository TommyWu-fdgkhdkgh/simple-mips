## run.sh

```bash
#!/bin/bash
# OpenROAD 26Q1-2900-gdf79404cd8, Yosys 0.63+post, stock flow scripts
make -C /OpenROAD-flow-scripts/flow DESIGN_CONFIG=/design/flow/config.mk WORK_HOME=/design/flow/orfs finish
```

## config.mk

```make
export PLATFORM = sky130hd
export DESIGN_NAME = Mem
export DESIGN_NICKNAME = Mem
export VERILOG_FILES = /design/flow/design.v
export SDC_FILE = /design/flow/constraint.sdc
export NUM_CORES = 4
export LEC_CHECK = 1
export CORE_UTILIZATION = 30
```

## constraint.sdc

```tcl
current_design Mem

set clk_period 41.0
set clk_io_pct 0.2

create_clock -name clk0 -period $clk_period [get_ports {clk_i}]

set non_clock_inputs [all_inputs -no_clocks]
set_input_delay [expr $clk_period * $clk_io_pct] -clock clk0 $non_clock_inputs
set_output_delay [expr $clk_period * $clk_io_pct] -clock clk0 [all_outputs]
```

## design.v

```verilog
`timescale 1ns / 1ps
module Data_Memory(
	clk_i,
	addr_i,
	data_i,
	MemRead_i,
	MemWrite_i,
	data_o
);
input clk_i;
input [31:0] addr_i, data_i;
input MemRead_i, MemWrite_i;
output [31:0] data_o;
reg [31:0] data_o;
reg [7:0] Mem [0:127];   
integer i;
wire [31:0] memory [0:31];
assign memory[ 0] = {Mem[  3], Mem[  2], Mem[  1], Mem[  0]};
assign memory[ 1] = {Mem[  7], Mem[  6], Mem[  5], Mem[  4]};
assign memory[ 2] = {Mem[ 11], Mem[ 10], Mem[  9], Mem[  8]};
assign memory[ 3] = {Mem[ 15], Mem[ 14], Mem[ 13], Mem[ 12]};
assign memory[ 4] = {Mem[ 19], Mem[ 18], Mem[ 17], Mem[ 16]};
assign memory[ 5] = {Mem[ 23], Mem[ 22], Mem[ 21], Mem[ 20]};
assign memory[ 6] = {Mem[ 27], Mem[ 26], Mem[ 25], Mem[ 24]};
assign memory[ 7] = {Mem[ 31], Mem[ 30], Mem[ 29], Mem[ 28]};
assign memory[ 8] = {Mem[ 35], Mem[ 34], Mem[ 33], Mem[ 32]};
assign memory[ 9] = {Mem[ 39], Mem[ 38], Mem[ 37], Mem[ 36]};
assign memory[10] = {Mem[ 43], Mem[ 42], Mem[ 41], Mem[ 40]};
assign memory[11] = {Mem[ 47], Mem[ 46], Mem[ 45], Mem[ 44]};
assign memory[12] = {Mem[ 51], Mem[ 50], Mem[ 49], Mem[ 48]};
assign memory[13] = {Mem[ 55], Mem[ 54], Mem[ 53], Mem[ 52]};
assign memory[14] = {Mem[ 59], Mem[ 58], Mem[ 57], Mem[ 56]};
assign memory[15] = {Mem[ 63], Mem[ 62], Mem[ 61], Mem[ 60]};
assign memory[16] = {Mem[ 67], Mem[ 66], Mem[ 65], Mem[ 64]};
assign memory[17] = {Mem[ 71], Mem[ 70], Mem[ 69], Mem[ 68]};
assign memory[18] = {Mem[ 75], Mem[ 74], Mem[ 73], Mem[ 72]};
assign memory[19] = {Mem[ 79], Mem[ 78], Mem[ 77], Mem[ 76]};
assign memory[20] = {Mem[ 83], Mem[ 82], Mem[ 81], Mem[ 80]};
assign memory[21] = {Mem[ 87], Mem[ 86], Mem[ 85], Mem[ 84]};
assign memory[22] = {Mem[ 91], Mem[ 90], Mem[ 89], Mem[ 88]};
assign memory[23] = {Mem[ 95], Mem[ 94], Mem[ 93], Mem[ 92]};
assign memory[24] = {Mem[ 99], Mem[ 98], Mem[ 97], Mem[ 96]};
assign memory[25] = {Mem[103], Mem[102], Mem[101], Mem[100]};
assign memory[26] = {Mem[107], Mem[106], Mem[105], Mem[104]};
assign memory[27] = {Mem[111], Mem[110], Mem[109], Mem[108]};
assign memory[28] = {Mem[115], Mem[114], Mem[113], Mem[112]};
assign memory[29] = {Mem[119], Mem[118], Mem[117], Mem[116]};
assign memory[30] = {Mem[123], Mem[122], Mem[121], Mem[120]};
assign memory[31] = {Mem[127], Mem[126], Mem[125], Mem[124]};
initial begin
	for (i=0; i<128; i=i+1)
		Mem[i] = 8'b0;
end
always @(posedge clk_i) begin
	if (MemWrite_i) begin
		Mem[addr_i+3] <= data_i[24 +: 8];
		Mem[addr_i+2] <= data_i[16 +: 8];
		Mem[addr_i+1] <= data_i[8 +: 8];
		Mem[addr_i]   <= data_i[0 +: 8];
	end
end
always @(addr_i, MemRead_i) begin
	if (MemRead_i)
		data_o = {Mem[addr_i+3], Mem[addr_i+2], Mem[addr_i+1], Mem[addr_i]};
	else
		data_o = data_i;
end
endmodule
`timescale 1ns / 1ps
module Mux_4to1 (
    data_1_i,
    data_2_i,
    data_3_i,
    data_4_i,
    select_i,
    data_o
);
parameter size = 0;
input [size - 1:0] data_1_i, data_2_i, data_3_i, data_4_i;
input [1:0] select_i;
output reg [size - 1:0] data_o;
always @(*) begin
    case (select_i)
        2'b00: data_o = data_1_i;
        2'b01: data_o = data_2_i;
	2'b10: data_o = data_3_i;
	2'b11: data_o = data_4_i;
	default: data_o = 0;
    endcase  
end
endmodule
`timescale 1ns / 1ps
module Mem(
  clk_i,
  rst_i,
  alu_zero_i,
  alu_result_i,
  d_branch_type_i,
  d_branch_i,
  branch_and_o,
  regfile_2_i,
  d_memread_i,
  d_memwrite_i,
  data_mem_o,
);
input clk_i, rst_i;
input alu_zero_i;
input [31:0] alu_result_i;
input [1:0] d_branch_type_i;
input d_branch_i;
output branch_and_o;
input [31:0] regfile_2_i;
input d_memread_i, d_memwrite_i;
output [31:0] data_mem_o;
wire mux_branch_type_o;
Mux_4to1 #(.size(1)) mux_branch_type(alu_zero_i,
                                     (~alu_result_i[31] & ~alu_zero_i),
                                     ~alu_result_i[31],
                                     ~alu_zero_i,
                                     d_branch_type_i,
                                     mux_branch_type_o);
and branch_and(branch_and_o, d_branch_i, mux_branch_type_o);
Data_Memory data_mem(clk_i, alu_result_i, regfile_2_i,
                     d_memread_i, d_memwrite_i,
                     data_mem_o);
endmodule
```

==> run notes <==
run results: half-perimeter wire length after detailed placement=435,000 um, post-synthesis async set-or-reset flop share=0, setup repair after global routing missed its margin=no, Peak supply drop=0.0000333 V, final worst slack=17,170 ps, primary flip-flop cell chosen by synthesis mapping=sky130_fd_sc_hd__edfxtp_1, TritonCTS Sinks=1,024, number of antenna violations at the first check in global routing=83, Post-synth regs=1,024, antenna viol nets, final=0, mean instance size in the synthesized netlist=10.1 sq um, Vert. Die Dim=587 um, total die size=344,000 sq um, required time of the critical path=32,800 ps, ratio of final minimum period to clock period=0.581, area figure in the yosys stat output=103,000 sq um, first-pass GRT wire length=833,000 um, clock tree from TritonCTS=done, floorplan core density=0.302, fmax=42.0 MHz, area added between synthesis and finish=11.1%, max-slew headroom at the worst pin=0.0267, largest net degree at the start of global routing=86, flip-flops with a built-in enable=1,024, fill count=34,100, Seq share, synth=0.300, critical path capture point type=primary output, buffer cell driving the clock tree root=sky130_fd_sc_hd__clkbuf_16, MaxCap Viol Count=0, global placer's final weighted congestion=1.12, hold wc startpoint=regfile_2_i[4], leakage power of the design=38.2 nW, type of the setup path with the least slack=input pin to primary output, share of post-route cells with drive strength above 1=0.257, clock-pin transition on the worst setup and hold timing paths=60 ps, router iterations before antenna repair=19, cell count of the worst hold path=2, number of hold violations in the final report=0, post-CTS sizing=0, global-route congestion overflow total=0, number of H-tree levels=4, instance count of the mapped netlist=10,200, end of the worst hold path=data_mem.Mem[59][4]$_DFFE_PP_, total number of placement rows=214, Sum Neg Setup Slack=0 ps, DRT iter0 DRCs=11,400, post-layout minimum cycle time=23,830 ps, Largest register FFs=1,024, count of unique library cells instantiated by Yosys=85, Min-Delay Path Class=input pin to flop, hold buffer count at CTS=0, Worst setup SP type=input pin, final hold slack=7770 ps, routed len/inst=43.1 um, number of post-CTS setup repair buffers=0, total number of vias=96,700, post-DR vias/cell=6.65, max-slew violations=0, cells in synth_stat.txt=10,200, Warnings, synthesis=2, register with the highest flop count=data_mem.Mem, floorplan core area=340,000 sq um, Power per Cell Area=30.3 nW/um^2, instance area after placement=109,000 sq um, via count of the first global-routing pass=91,300, number of buffers created by CTS=142, Critical Path Fanout Max=34, status=finished, final reports clean, total tool warning count=56, most numerous logic cells after layout=sky130_fd_sc_hd__nand2_1 (1,514), sky130_fd_sc_hd__mux2i_1 (1,304), sky130_fd_sc_hd__edfxtp_1 (1,024), count of endpoints failing setup in the final report=0, GRT Overall Usage=0.372, buffers from clock root to sink, at most=4, most frequently placed logic cell in the final layout=sky130_fd_sc_hd__nand2_1, number of port buffers=79, routed wire length=626,000 um, worst path arrival time=15,630 ps, post-route cell area=114,000 sq um, die width=587 um, fin util=0.335, detailed-route DRC error count=0, slew at the pin closest to its max-slew limit=1420 ps, total I/O pin count=105, netlist area before placement=103,000 sq um, top flop regs=data_mem.Mem: 1024 flops, post-placement worst setup slack=17,550 ps
per-stage QoR:
| stage | instances | power, mW |
|---|---|---|
| detailed placement | 14200 | 2.19 |
| finish | 14500 | 3.46 |
| CTS | 14500 | 3.40 |
| global route | 14500 | 3.48 |
| global placement | 14200 | 2.20 |
| floorplan | 10200 | 1.73 |
where the power goes:
part	leakage, nW	total [mW]	switching (mW)	internal [mW]
Combinational	26.9	1.03	0.708	0.322
Clock	2.07	1.22	0.536	0.682
Sequential	9.22	1.21	0.0297	1.18
Total	38.2	3.46	1.27	2.18
final cells by class:
type / count / area (sq um) / share of cell area
multi-input cells: 7956 / 67400 / 0.591
flip-flops and latches: 1024 / 30700 / 0.270
well taps: 4536 / 5680 / 0.0498
repair buffers: 711 / 5650 / 0.0496
clock buffers: 168 / 3670 / 0.0322
clock inverters: 68 / 578 / 0.00507
diodes: 68 / 170 / 0.00149
inverters: 9 / 43.8 / 0.000384
per-layer routing:
| metal | wire length (um) | vias to the layer above | GRT usage |
|---|---|---|---|
| met5 | 1860 | - | 0.0496 |
| met4 | 58200 | 84 | 0.270 |
| met3 | 110000 | 2105 | 0.259 |
| met2 | 252000 | 8254 | 0.493 |
| met1 | 204000 | 47700 | 0.414 |
| li1 | - | 38600 | - |
cells in the mapped netlist, types with 8 or more instances:
library cell / instances / share of area
sky130_fd_sc_hd__a31oi_1: 44 / 0.0027
sky130_fd_sc_hd__nand4_1: 93 / 0.0057
sky130_fd_sc_hd__nor2_2: 30 / 0.0018
sky130_fd_sc_hd__or4_1: 20 / 0.0015
sky130_fd_sc_hd__and3_1: 19 / 0.0012
sky130_fd_sc_hd__a221oi_1: 8 / 0.00068
sky130_fd_sc_hd__buf_4: 36 / 0.0026
sky130_fd_sc_hd__nor2_4: 50 / 0.0055
sky130_fd_sc_hd__o21ai_1: 170 / 0.0083
sky130_fd_sc_hd__a21o_1: 322 / 0.024
sky130_fd_sc_hd__mux2i_1: 1304 / 0.13
sky130_fd_sc_hd__a211oi_1: 336 / 0.025
sky130_fd_sc_hd__nor2b_1: 15 / 0.00091
sky130_fd_sc_hd__o2111ai_1: 31 / 0.0026
sky130_fd_sc_hd__buf_2: 261 / 0.013
sky130_fd_sc_hd__a21oi_1: 214 / 0.010
sky130_fd_sc_hd__nand3b_1: 10 / 0.00073
sky130_fd_sc_hd__clkbuf_1: 806 / 0.029
sky130_fd_sc_hd__nor3_1: 94 / 0.0046
sky130_fd_sc_hd__a2111oi_0: 13 / 0.0011
sky130_fd_sc_hd__a2111oi_4: 9 / 0.0024
sky130_fd_sc_hd__buf_1: 68 / 0.0025
sky130_fd_sc_hd__nand3_1: 360 / 0.018
sky130_fd_sc_hd__and2_1: 10 / 0.00061
sky130_fd_sc_hd__mux2_2: 589 / 0.065
sky130_fd_sc_hd__a22oi_1: 22 / 0.0016
sky130_fd_sc_hd__mux4_2: 887 / 0.19
sky130_fd_sc_hd__edfxtp_1: 1024 / 0.30
sky130_fd_sc_hd__nor3_2: 15 / 0.0015
sky130_fd_sc_hd__o211ai_1: 26 / 0.0019
sky130_fd_sc_hd__nand2_1: 1518 / 0.056
sky130_fd_sc_hd__o32a_1: 10 / 0.00098
sky130_fd_sc_hd__nor3_4: 8 / 0.0013
sky130_fd_sc_hd__o22ai_1: 68 / 0.0041
sky130_fd_sc_hd__or3_1: 70 / 0.0043
sky130_fd_sc_hd__o221ai_1: 28 / 0.0024
sky130_fd_sc_hd__nor2_1: 750 / 0.027
sky130_fd_sc_hd__nor4_1: 21 / 0.0013
sky130_fd_sc_hd__a32oi_1: 68 / 0.0058
sky130_fd_sc_hd__o21ai_0: 613 / 0.030
cell families after synthesis:
group | Yosys count | synth area share
compound gates | 2045 | 0.129
xor+xnor | 18 | 0.00231
fa+ha+maj | 7 | 0.000854
buf+inv | 1191 | 0.0485
flops | 1024 | 0.300
mux | 2780 | 0.387
simple gates | 3106 | 0.133
worst max path at each step:
stage,from,to,slack (ps),depth (start not counted)
4_1_cts,alu_result_i[1],data_mem_o[22],17550,14
6_report,alu_result_i[1],data_mem_o[22],17170,14
5_1_grt,alu_result_i[1],data_mem_o[22],17170,14
critical path: stages:
cell	delay (ps)
sky130_fd_sc_hd__buf_8	320
sky130_fd_sc_hd__inv_4	320
sky130_fd_sc_hd__ha_4	960
sky130_fd_sc_hd__buf_4	590
sky130_fd_sc_hd__buf_4	540
sky130_fd_sc_hd__buf_4	600
sky130_fd_sc_hd__buf_4	490
sky130_fd_sc_hd__mux4_2	580
sky130_fd_sc_hd__mux4_2	570
sky130_fd_sc_hd__nand2_1	110
sky130_fd_sc_hd__a22oi_1	110
sky130_fd_sc_hd__o21ai_0	700
sky130_fd_sc_hd__a41oi_1	590
sky130_fd_sc_hd__clkdlybuf4s50_1	590
Power and IR drop assume default switching activity.
