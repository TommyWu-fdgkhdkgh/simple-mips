[flow/run.sh]
#!/bin/bash
# OpenROAD 26Q1-2900-gdf79404cd8, Yosys 0.63+post, stock flow scripts
make -C /OpenROAD-flow-scripts/flow DESIGN_CONFIG=/design/flow/config.mk WORK_HOME=/design/flow/orfs finish
[flow/config.mk]
export PLATFORM = sky130hd
export DESIGN_NAME = Decode
export DESIGN_NICKNAME = Decode
export VERILOG_FILES = /design/flow/design.v
export SDC_FILE = /design/flow/constraint.sdc
export NUM_CORES = 4
export LEC_CHECK = 1
export CORE_UTILIZATION = 50
[flow/constraint.sdc]
current_design Decode

set clk_period 25.4
set clk_io_pct 0.2

create_clock -name clk0 -period $clk_period [get_ports {clk_i}]

set non_clock_inputs [all_inputs -no_clocks]
set_input_delay [expr $clk_period * $clk_io_pct] -clock clk0 $non_clock_inputs
set_output_delay [expr $clk_period * $clk_io_pct] -clock clk0 [all_outputs]
[flow/design.v]
`timescale 1ns / 1ps
module Decoder (
  funct_i,
  inst_op_i,
  Branch_o,
  Branch_Type_o,
  MemToReg_o,
  MemRead_o,
  MemWrite_o,
  ALUOp_o,
  ALUSrc_o,
  RegWrite_o,
  RegDst_o
);
input [5:0] funct_i, inst_op_i;
output Branch_o;
output [1:0] Branch_Type_o;
output MemToReg_o; 
output MemRead_o, MemWrite_o;
output [5:0] ALUOp_o;
output ALUSrc_o;
output RegWrite_o;
output RegDst_o;
assign Branch_o = (inst_op_i == 6'b000100) ||   
                  (inst_op_i == 6'b000101) ||   
                  (inst_op_i == 6'b000001) ||   
                  (inst_op_i == 6'b000111);     
assign Branch_Type_o[1] = (inst_op_i == 6'b000001) ||  
                          (inst_op_i == 6'b000101);    
assign Branch_Type_o[0] = (inst_op_i == 6'b000111) ||  
                          (inst_op_i == 6'b000101);    
assign MemToReg_o = (inst_op_i == 6'b100011);   
assign MemRead_o = (inst_op_i == 6'b100011);     
assign MemWrite_o = (inst_op_i == 6'b101011);    
assign ALUOp_o = inst_op_i[5:0];
assign ALUSrc_o = (inst_op_i == 6'b001000) ||  
                  (inst_op_i == 6'b001010) ||  
                  (inst_op_i == 6'b100011) ||  
                  (inst_op_i == 6'b101011);    
assign RegWrite_o = (inst_op_i == 6'b000000) ||  
                    (inst_op_i == 6'b001000) ||  
                    (inst_op_i == 6'b001010) ||  
                    (inst_op_i == 6'b100011);    
assign RegDst_o = (inst_op_i == 6'b000000);    
endmodule
`timescale 1ns / 1ps
module Reg_File (
  clk_i,
  rst_i,
  rd_addr_1_in,
  rd_addr_2_in,
  reg_write_in,
  wr_addr_in,
  wr_data_in,
  rd_data_1_out,
  rd_data_2_out,
);
input clk_i, rst_i, reg_write_in;
input [4:0] rd_addr_1_in, rd_addr_2_in, wr_addr_in;
input [31:0] wr_data_in;
output [31:0] rd_data_1_out, rd_data_2_out;
reg signed [31:0] reg_file [0:31];
assign rd_data_1_out = ((rd_addr_1_in == wr_addr_in) && reg_write_in) ? wr_data_in : reg_file[rd_addr_1_in];
assign rd_data_2_out = ((rd_addr_2_in == wr_addr_in) && reg_write_in) ? wr_data_in : reg_file[rd_addr_2_in];
always @(posedge clk_i) begin
  if (~rst_i) begin
    reg_file[0]  <= 0; reg_file[1]  <= 0; reg_file[2]  <= 0; reg_file[3]  <= 0;
    reg_file[4]  <= 0; reg_file[5]  <= 0; reg_file[6]  <= 0; reg_file[7]  <= 0;
    reg_file[8]  <= 0; reg_file[9]  <= 0; reg_file[10] <= 0; reg_file[11] <= 0;
    reg_file[12] <= 0; reg_file[13] <= 0; reg_file[14] <= 0; reg_file[15] <= 0;
    reg_file[16] <= 0; reg_file[17] <= 0; reg_file[18] <= 0; reg_file[19] <= 0;
    reg_file[20] <= 0; reg_file[21] <= 0; reg_file[22] <= 0; reg_file[23] <= 0;
    reg_file[24] <= 0; reg_file[25] <= 0; reg_file[26] <= 0; reg_file[27] <= 0;
    reg_file[28] <= 0; reg_file[29] <= 128; reg_file[30] <= 0; reg_file[31] <= 0;
  end else begin
    if (reg_write_in && wr_addr_in) begin
      reg_file[wr_addr_in] <= wr_data_in;
    end
  end	  
end
endmodule
`timescale 1ns / 1ps
module Sign_Extend (
  data_i,
  data_o
);
input [15:0] data_i;
output [31:0] data_o;
assign data_o = {{16{data_i[15]}}, data_i};
endmodule
`timescale 1ns / 1ps
module Decode(
  clk_i,
  rst_i,
  inst_i,
  regfile_write_i,
  regfile_wr_addr_i,
  regfile_wr_data_i,
  regfile_1_o,
  regfile_2_o,
  sign_extend_o,
  decoder_signals_o,
);
input clk_i, rst_i;
input [31:0] inst_i;
input regfile_write_i;
input [4:0] regfile_wr_addr_i;
input [31:0] regfile_wr_data_i;
output [31:0] regfile_1_o, regfile_2_o;
output [31:0] sign_extend_o;
output [14:0] decoder_signals_o;
wire [4:0] rs, rt;
assign rs = inst_i[25:21];
assign rt = inst_i[20:16];
Reg_File regfile(clk_i, rst_i, rs, rt,
                 regfile_write_i, regfile_wr_addr_i,
                 regfile_wr_data_i,
                 regfile_1_o, regfile_2_o);
Sign_Extend imm_sign_extend(inst_i[15:0], sign_extend_o);
Decoder decoder(inst_i[5:0], inst_i[31:26],
                decoder_signals_o[14:14],  
                decoder_signals_o[13:12],  
                decoder_signals_o[11:11],  
                decoder_signals_o[10:10],  
                decoder_signals_o[9:9],    
                decoder_signals_o[8:3],    
                decoder_signals_o[2:2],    
                decoder_signals_o[1:1],    
                decoder_signals_o[0:0]);   
endmodule
==> results.py <==
# Generated from Yosys and OpenROAD reports
metrics = {
    "sta": {
        "timing.fmax_mhz": 66.5,
        "fin_crit_sh_pct": 59.2,
        "tightest_slew_ns": 1.07,
        "slew_headroom_pct": 28.0,
        "hold_violations": 0,
        "rsz0062_at_grt": "no",
        "tns_ns": 0,
        "setup_viol": 0,
        "layout_min_cycle_time_ns": 15.03,
        "drv_slew": 0,
        "whs_ns": 4.94,
    },
    "critical_path": {
        "slowest_delay_ns": 0.71,
        "crit_required_ns": 20.32,
        "end_kind": "output pin",
        "path_cells": "clkbuf_8 -> buf_4 -> buf_4 -> buf_4 -> buf_4 -> mux4_2 -> nor2b_1 -> a211oi_1 -> o31ai_1 -> clkdlybuf4s50_1",
        "crit_slowest_cell": "buf_4",
        "cp_num_buf_inv": 6,
        "critPathLaunch": "inst_i[23]",
        "crit_path_start_kind": "input pin",
        "cp_top_family": "buffers and inverters",
        "crit_top_cell": "buf_4",
        "critPathMaxFanout": 39,
        "critPathKind": "input pin to output pin",
        "crit_arrival_ns": 9.95,
    },
    "logic_synthesis": {
        "yosys_area_sq_um": 55300,
        "yosys.area.top_type": "edfxtp_1",
        "ff_type": "edfxtp_1",
        "synthTopCellsByCount": "edfxtp_1 (1024), and2_1 (966), mux4_2 (513)",
        "synth_cells": 3638,
        "numSynthFlops": 1024,
        "area_leaders": "edfxtp_1 (56%), mux4_2 (21%), and2_1 (11%), clkbuf_1 (1.9%), o22ai_1 (1.4%)",
        "syn_area_per_cell_sq_um": 15.2,
        "ys_cells": 3638,
        "edf_count": 1024,
        "synth_seq_share_pct": 55.6,
        "synth_cell_type_count": 39,
        "ys_warn_count": 1,
        "synth_top_area_share_pct": 55.6,
        "top_cell": "edfxtp_1",
        "async_flop_share_pct": 0,
        "syn_area_sq_um": 55300,
    },
    "clock_tree": {
        "cts_max_level": 3,
        "ctsHoldBuffers": 0,
        "cts_root_buffer": "clkbuf_16",
        "clock_path_buffers": 3,
        "cts_tree": "built",
        "cts_setup_buffers": 0,
        "cts_resized": 0,
        "numClockSinks": 1024,
        "cts_made_buffers": 111,
        "cts.clk_slew.worst_paths_ns": 0.06,
    },
    "detailed_routing": {
        "routed_wl_um": 198000,
        "ant_nets": 0,
        "drc": 0,
        "routed_via_density": 6.66,
        "vias": 34629,
        "drtIter0Drc": 2338,
        "drt_pass1_iterations": 8,
        "wl_per_cell_um": 38.1,
    },
    "global_routing": {
        "grt_pass1_vias": 37814,
        "grt_max_degree": 93,
        "grt_pass1_wl_um": 279000,
        "grt_overflow": 0,
        "antenna_found_initial": 14,
        "grtUsageTotal_pct": 40.2,
    },
    "layout": {
        "area_growth_pct": 11.6,
        "final_cell_count_no_fill": 5197,
        "reg_top3": "regfile.reg_file (1024)",
        "fillCellCount": 8210,
        "largest_reg_flops": 1024,
        "largest_register": "regfile.reg_file",
        "regArea_sq_um": 30700,
        "drive_gt1_share_pct": 25.0,
        "combGateArea_sq_um": 22800,
    },
    "worst_hold_path": {
        "worstHoldPathType": "input pin to flip-flop",
        "min_from": "rst_i",
    },
    "place": {
        "port_buffers": 134,
        "dpl.hpwl_um": 114000,
        "gp_congestion": 0.940,
        "placed_cells": 4980,
    },
    "power": {
        "leakage_nw": 20.9,
        "p_sw_mw": 1.03,
        "ir_drop_v": 0.0000584,
        "combPwrFrac_pct": 12.7,
        "p_int_mw": 3.15,
        "power_density_nw_per_um2": 67.7,
        "clockPowerShare_pct": 39.5,
        "seqPwrFrac_pct": 47.8,
        "swShare_pct": 24.7,
    },
    "flow_run": {
        "warning_count": 27,
        "cap_violations": 0,
    },
    "die": {
        "die_x_um": 335,
        "ios": 183,
        "dieArea_sq_um": 112000,
        "core_sq_um": 109000,
        "die_h_um": 335,
        "initCoreUtil_pct": 50.6,
        "fp-row-count": 121,
    },
    "outcome": {
        "status": "finished clean",
    },
}
## worst paths after layout
| check | endpoint | slack, ns | cells after the start |
|---|---|---|---|
| setup / recovery | regfile_1_o[6] | 10.37 | 10 |
| hold / removal | regfile.reg_file[25][4] | 4.94 | 2 |
## cell usage in the layout (no fill, tap or decap), types with 5 or more instances in the layout
master,count
a211o_1,63
clkinv_1,21
or3b_2,6
clkdlybuf4s50_1,127
nor2_4,22
and2_1,965
buf_4,164
xor2_1,8
nor2b_1,68
nand2b_1,5
o22ai_1,126
bufinv_16,16
mux4_2,513
o31ai_1,63
clkbuf_1,20
conb_1,32
nor2_2,8
o21ai_4,30
clkinv_2,22
a211oi_1,64
mux2i_1,63
nand3b_1,7
diode_2,14
clkbuf_16,112
nand3_1,67
edfxtp_1,1024
nand2_1,5
nor3_1,34
## logic make-up after synthesis
| family | synth area share (%) |
|---|---|
| AND-OR/OR-AND | 4.49 |
| XOR/XNOR | 0.158 |
| adder cells (fa/ha/maj) | 0.0181 |
| buffers and inverters | 4.35 |
| flip-flops | 55.6 |
| multiplexers | 22.0 |
| other | 0.00678 |
| AND/OR/NAND/NOR | 13.4 |
## through the flow
step | worst slack [ns] | power [mW] | instance area [sq um] | util (%)
after floorplan | 13.78 | 2.33 | 55400 | -
after global placement | 10.45 | 2.54 | 58000 | 53.1
after detailed placement | 10.42 | 2.55 | 58000 | 53.1
after CTS | 10.42 | 4.19 | 61700 | 56.5
after global routing | 10.13 | 4.29 | 61700 | 56.5
final | 10.37 | 4.18 | 61800 | 56.5
## layer usage
| metal | routed length [um] | share of wire, % | global-route usage, % | up-vias |
|---|---|---|---|---|
| li1 | - | - | - | 14024 |
| met5 | 636 | 0.32 | 5.38 | - |
| met3 | 39900 | 20 | 33.8 | 648 |
| met2 | 88400 | 45 | 55.0 | 3086 |
| met1 | 58200 | 29 | 45.6 | 16843 |
| met4 | 10900 | 5.5 | 17.0 | 28 |
## power groups by stage
stage	logic (mW)	clock network (mW)	registers, mW
CTS	0.522	1.67	2.00
global route	0.549	1.73	2.01
finish	0.530	1.65	2.00
## layout make-up
| cell class | instances | area share [%] |
|---|---|---|
| clock inverter | 71 | 1.30 |
| clock buffer | 132 | 4.66 |
| timing repair buffer | 298 | 4.22 |
| antenna | 14 | 0.0567 |
| multi-input combinational | 2179 | 37.0 |
| sequential | 1024 | 49.8 |
| inverter | 3 | 0.0182 |
| tap | 1476 | 2.99 |
Power is estimated from default activity; no workload was simulated.
