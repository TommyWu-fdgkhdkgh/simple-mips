`design/flow/run.sh`:
```
#!/bin/bash
# OpenROAD 26Q1-2900-gdf79404cd8, Yosys 0.63+post, stock flow scripts
make -C /OpenROAD-flow-scripts/flow DESIGN_CONFIG=/design/flow/config.mk WORK_HOME=/design/flow/orfs finish
```
`design/flow/config.mk`:
```
export PLATFORM = sky130hd
export DESIGN_NAME = Execute
export DESIGN_NICKNAME = Execute
export VERILOG_FILES = /design/flow/design.v
export SDC_FILE = /design/flow/constraint.sdc
export NUM_CORES = 4
export LEC_CHECK = 1
export CORE_UTILIZATION = 40
```
`design/flow/constraint.sdc`:
```
current_design Execute

set clk_period 22.5
set clk_io_pct 0.2

create_clock -name clk0 -period $clk_period

set non_clock_inputs [all_inputs -no_clocks]
set_input_delay [expr $clk_period * $clk_io_pct] -clock clk0 $non_clock_inputs
set_output_delay [expr $clk_period * $clk_io_pct] -clock clk0 [all_outputs]
```
`design/flow/design.v`:
```
`timescale 1ns / 1ps
module Full_Adder(
  a,
  b,
  cin,
  sum,
  cout,
);
    input a, b, cin;
    output sum, cout;
    assign sum = a ^ b ^ cin;
    assign cout = (a & b) | (b & cin) | (a & cin);
endmodule
module Full_Adder_32(
  data_1_i,
  data_2_i,
  data_o
);
    input [31:0] data_1_i, data_2_i;
    output [31:0] data_o;
    wire [32:0] carry;
    assign carry[0] = 1'b0;
    genvar i;
    generate 
        for (i = 0; i < 32; i = i + 1) begin : gen_fa
            Full_Adder fa(data_1_i[i], data_2_i[i], carry[i], data_o[i], carry[i + 1]);
        end
    endgenerate
endmodule
`timescale 1ns / 1ps
module ALU (
  src_1_i,
  src_2_i,
  ctrl_i,
  result_o,
  zero_o
);
input [31:0] src_1_i, src_2_i;
input [3:0] ctrl_i;
output reg [31:0] result_o;
output zero_o;
always @(src_1_i, src_2_i, ctrl_i) begin
  case (ctrl_i)
    0: result_o <= src_1_i & src_2_i;
    1: result_o <= src_1_i | src_2_i;
    2: result_o <= src_1_i + src_2_i;
    6: result_o <= src_1_i - src_2_i;
    7: result_o <= src_1_i < src_2_i ? 1 : 0;
    10: result_o <= src_1_i * src_2_i;
    12: result_o <= ~(src_1_i | src_2_i);
    default: result_o <= 0;
  endcase
end
assign zero_o = ~|result_o;
endmodule
`timescale 1ns / 1ps
module ALU_Ctrl(
  funct_i,
  ALUOp_i,
  ALUCtrl_o
);
input [5:0] funct_i;
input [5:0] ALUOp_i;
output [3:0] ALUCtrl_o;
assign ALUCtrl_o[3] = ((ALUOp_i == 6'b000000) && (funct_i == 6'b011000));   
assign ALUCtrl_o[2] = ((ALUOp_i == 6'b000000) && (funct_i == 6'b100010)) |  
	              ((ALUOp_i == 6'b000000) && (funct_i == 6'b101010)) |  
		      (ALUOp_i == 6'b001010) |  
                      (ALUOp_i == 6'b000100) |  
                      (ALUOp_i == 6'b000101) |  
                      (ALUOp_i == 6'b000001) |  
                      (ALUOp_i == 6'b000111);   
assign ALUCtrl_o[1] = ((ALUOp_i == 6'b000000) && (funct_i == 6'b100000)) |  
	              ((ALUOp_i == 6'b000000) && (funct_i == 6'b100010)) |  
		      ((ALUOp_i == 6'b000000) && (funct_i == 6'b101010)) |  
		      ((ALUOp_i == 6'b000000) && (funct_i == 6'b011000)) |  
		      (ALUOp_i == 6'b001010) |  
		      (ALUOp_i == 6'b001000) |  
                      (ALUOp_i == 6'b000100) |  
                      (ALUOp_i == 6'b000101) |  
                      (ALUOp_i == 6'b000001) |  
                      (ALUOp_i == 6'b000111) |  
                      (ALUOp_i == 6'b100011) |  
                      (ALUOp_i == 6'b101011);   
assign ALUCtrl_o[0] = ((ALUOp_i == 6'b000000) && (funct_i == 6'b100101)) |  
		      ((ALUOp_i == 6'b000000) && (funct_i == 6'b101010)) |  
		      (ALUOp_i == 6'b001010);  
endmodule
`timescale 1ns / 1ps
module Shift_Left_Two_32 (
  data_in,
  data_out
);
input [31:0] data_in;
output [31:0] data_out;
assign data_out = {data_in[29:0], 2'b0};
endmodule
`timescale 1ns / 1ps
module Mux_2to1 (
    data_1_i,
    data_2_i,
    select_i,
    data_o
);
parameter size = 0;
input [size - 1:0] data_1_i, data_2_i;
input select_i;
output reg [size - 1:0] data_o;
always @(*) begin
    if (~select_i) begin
        data_o = data_1_i;
    end else begin
        data_o = data_2_i;
    end  
end
endmodule
`timescale 1ns / 1ps
module Mux_4to1 (
    data_1_i,
    data_2_i,
    data_3_i,
    data_4_i,
    select_i,
    data_o
);
parameter size = 0;
input [size - 1:0] data_1_i, data_2_i, data_3_i, data_4_i;
input [1:0] select_i;
output reg [size - 1:0] data_o;
always @(*) begin
    case (select_i)
        2'b00: data_o = data_1_i;
        2'b01: data_o = data_2_i;
	2'b10: data_o = data_3_i;
	2'b11: data_o = data_4_i;
	default: data_o = 0;
    endcase  
end
endmodule
`timescale 1ns / 1ps
module Execute(
  clk_i,
  rst_i,
  sign_extend_i,
  regfile_1_i,
  regfile_2_i,
  forward_alu_result_i,
  forward_mem_to_regfile_i,
  forward_1_i,
  forward_2_i,
  forward_regfile_2_o,
  d_alusrc_i,
  rt_i,
  inst_15_11_i,
  d_regdst_i,
  regdst_o,
  pc_adder_i,
  branch_adder_o,
  d_aluop_i,
  alu_result_o,
  alu_zero_o,
);
input clk_i, rst_i;
input [31:0] sign_extend_i;
input [31:0] regfile_1_i, regfile_2_i;
input [31:0] forward_alu_result_i;
input [31:0] forward_mem_to_regfile_i;
output [31:0] forward_regfile_2_o;
input [1:0] forward_1_i;
input [1:0] forward_2_i;
input d_alusrc_i;
input [4:0] rt_i;
input [4:0] inst_15_11_i;
input d_regdst_i;
output [4:0] regdst_o;
input [31:0] pc_adder_i;
output [31:0] branch_adder_o;
input [5:0] d_aluop_i;
output [31:0] alu_result_o;
output alu_zero_o;
wire [31:0] shift_left_o;
wire [31:0] forward_regfile_1_w;
wire [31:0] forward_regfile_2_w;
wire [31:0] mux_alusrc_o;
wire [3:0] alu_ctrl_o;
Shift_Left_Two_32 shift_left(sign_extend_i,
                             shift_left_o);
Mux_4to1 #(.size(32)) forward_regfile_1(regfile_1_i,
                                        forward_alu_result_i,
                                        forward_mem_to_regfile_i,
                                        32'd0,
                                        forward_1_i, forward_regfile_1_w);
Mux_4to1 #(.size(32)) forward_regfile_2(regfile_2_i,
                                        forward_alu_result_i,
                                        forward_mem_to_regfile_i,
                                        32'd0,
                                        forward_2_i, forward_regfile_2_w);
Mux_2to1 #(.size(32)) mux_alusrc(forward_regfile_2_w, sign_extend_i,
                                 d_alusrc_i, mux_alusrc_o);
Mux_2to1 #(.size(5)) mux_regdst(rt_i,
                                inst_15_11_i,
                                d_regdst_i,
                                regdst_o);
Full_Adder_32 ex_branch_adder(pc_adder_i, shift_left_o,
                              branch_adder_o);
ALU_Ctrl alu_ctrl(sign_extend_i[5:0], d_aluop_i,
                  alu_ctrl_o);
ALU ex_alu(forward_regfile_1_w, mux_alusrc_o, alu_ctrl_o,
           alu_result_o, alu_zero_o);
assign forward_regfile_2_o = forward_regfile_2_w;
endmodule
```
==> results.sh <==
# yosys + openroad results
export IMPL_final_clkbuf_count=0
export IMPL_fp_util_pct=40.5
export IMPL_grt_setup_unrepaired="false"
export IMPL_timing_hold_worst_class="input port to primary output"
export IMPL_slew_headroom_pct=43.1
export IMPL_crit_path_end_kind="primary output"
export IMPL_p_total_w=0.00623
export IMPL_detail_route_antenna_nets=0
export IMPL_nFillCells=5534
export IMPL_initial_antenna_violation_count=8
export IMPL_yosysUniqueCellTypes=80
export IMPL_detailroute_wirelength_met2_um=45400
export IMPL_route_layer_met1_wl_um=39900
export IMPL_io_buffer_count=312
export IMPL_post_route_fraction_of_the_period_consumed_by_the_critical_path_pct=97.7
export IMPL_timing_max_transition_violations_final=0
export IMPL_required_ps=18000
export IMPL_grt_start_max_net_pins=34
export IMPL_grt_overflow=0
export IMPL_top_layer_in_use="met5"
export IMPL_path_class="input port to primary output"
export IMPL_synth_yosys_num_cells=2980
export IMPL_hold_viol=0
export IMPL_gr_usage_all_layers_pct=37.3
export IMPL_worstSetupStartpointType="input port"
export IMPL_hpwlAfterDp_um=82500
export IMPL_power_density_nw_per_um2=229
export IMPL_row_count=88
export IMPL_critical_path_buf_inv_count=2
export IMPL_dieArea_um2=59200
export IMPL_synthesis_warnings=4
export IMPL_first_global_vias=23100
export IMPL_p_int_w=0.00244
export IMPL_mean_cell_area_of_the_mapped_netlist_um2=7.82
export IMPL_p_leak_nw=13.2
export IMPL_worst_slew_pin_slew_ps=849
export IMPL_count_of_mapped_cells_out_of_synthesis=2980
export IMPL_drt_iter0_drc=1507
export IMPL_ios=318
export IMPL_timing_critical_path_arrival_ps=17490
export IMPL_worst_path_max_delay_cell="sky130_fd_sc_hd__clkdlybuf4s50_1"
export IMPL_post_cts_setup_buffer_count=0
export IMPL_first_pass_iters=6
export IMPL_synth_yosys_chip_area_um2=23300
export IMPL_floorplan_die_height_um=243
export IMPL_setup_viol_count_final=0
export IMPL_routed_via_density=5.55
export IMPL_die_x_um=243
export IMPL_grt_pass1_wl_um=153000
export IMPL_layout_sequential_cells=0
export IMPL_total_of_hold_buffers_inserted_after_clock_tree_synthesis=0
export IMPL_maxCapViolCount=0
export IMPL_finalWeightedCongestion=1.09
export IMPL_critical_path_max_stage_delay_ps=540
export IMPL_power_switching_w=0.00379
export IMPL_number_of_warnings_in_the_stage_logs=98
export IMPL_post_synth_instance_area_um2=23300
export IMPL_ys_seq_share_pct=0
export IMPL_worst_path_most_repeated_cell="sky130_fd_sc_hd__fa_1"
export IMPL_timing_critical_path_fanout_max=2
export IMPL_timing_fmax_mhz=45.5
export IMPL_status="complete, no violations"
export IMPL_power_switching_fraction_pct=60.9
export IMPL_timing_critical_path_max_delay_family="adder cells"
export IMPL_drt_total_wl_um=104000
export IMPL_routed_via_count=22000
export IMPL_design_core_area_um2=57600
export IMPL_totalNegativeSetupSlack_ps=0
export IMPL_drc_errors=0
export IMPL_cts_repair_resized=0
export IMPL_drive_gt1_share_pct=4.79
export IMPL_timing_final_crit_period_ps=21990
export IMPL_syn_to_final_growth_pct=16.8
export IMPL_dr_wl_met3_um=13400
export IMPL_final_routed_wire_length_divided_by_cell_count_um=26.2
export IMPL_max_vdd_ir_drop_mv=0.485
export IMPL_multiInputGateArea_um2=20300
export IMPL_area_sequential_um2=0
-- Yosys cell counts, types with 10 or more instances --
master	number	area share, %
sky130_fd_sc_hd__xor2_1	24	0.90
sky130_fd_sc_hd__mux2i_1	72	3.1
sky130_fd_sc_hd__nand3_1	24	0.52
sky130_fd_sc_hd__mux2_2	34	1.6
sky130_fd_sc_hd__a21oi_1	91	2.0
sky130_fd_sc_hd__ha_1	220	12
sky130_fd_sc_hd__nor3_1	22	0.47
sky130_fd_sc_hd__a221oi_1	10	0.38
sky130_fd_sc_hd__buf_4	32	1.0
sky130_fd_sc_hd__a21o_1	22	0.71
sky130_fd_sc_hd__nor4_1	19	0.51
sky130_fd_sc_hd__o21ai_0	112	2.4
sky130_fd_sc_hd__clkbuf_1	114	1.8
sky130_fd_sc_hd__nand2_1	511	8.2
sky130_fd_sc_hd__fa_1	438	38
sky130_fd_sc_hd__buf_1	21	0.34
sky130_fd_sc_hd__nor2b_1	14	0.38
sky130_fd_sc_hd__nand2b_1	11	0.30
sky130_fd_sc_hd__o211ai_1	16	0.52
sky130_fd_sc_hd__o21ai_1	15	0.32
sky130_fd_sc_hd__a221o_1	13	0.56
sky130_fd_sc_hd__o221ai_1	15	0.56
sky130_fd_sc_hd__a211oi_1	24	0.77
sky130_fd_sc_hd__o21bai_1	13	0.42
sky130_fd_sc_hd__inv_1	608	9.8
sky130_fd_sc_hd__nor2_1	215	3.5
sky130_fd_sc_hd__xnor2_1	92	3.5
-- placed cells by master, fill, tap and decap left out, types with 16 or more instances in the layout --
cell,n
sky130_fd_sc_hd__inv_1,608
sky130_fd_sc_hd__a21o_1,22
sky130_fd_sc_hd__mux2i_1,71
sky130_fd_sc_hd__xor2_1,24
sky130_fd_sc_hd__nor4_1,18
sky130_fd_sc_hd__xnor2_1,92
sky130_fd_sc_hd__nand3_1,24
sky130_fd_sc_hd__clkdlybuf4s50_1,309
sky130_fd_sc_hd__a21oi_1,91
sky130_fd_sc_hd__o21ai_0,103
sky130_fd_sc_hd__nor2_1,215
sky130_fd_sc_hd__nand2_1,511
sky130_fd_sc_hd__mux2_2,34
sky130_fd_sc_hd__nor3_1,22
sky130_fd_sc_hd__a211oi_1,24
sky130_fd_sc_hd__ha_1,220
sky130_fd_sc_hd__o211ai_1,16
sky130_fd_sc_hd__fa_1,438
sky130_fd_sc_hd__buf_4,75
-- kinds of logic (layout without fill, tap and decap cells) --
| group | after synthesis | after routing | synth area share [%] |
|---|---|---|---|
| adders and majority gates | 658 | 658 | 49.4 |
| other | 0 | 8 | 0 |
| and+or+nand+nor | 884 | 884 | 16.1 |
| xor gates and xnor gates | 117 | 117 | 4.46 |
| AOI/OAI and AO/OA | 428 | 428 | 12.0 |
| buffers and inverters | 787 | 1002 | 13.3 |
| muxes | 106 | 106 | 4.73 |
-- per-stage QoR --
step	hold WS, ps	instance area [um2]	setup slack, ps	utilization, %	std cells
floorplan	9050	23300	2270	-	2980
global placement	9000	27200	520	47.3	3960
detailed placement	9000	27200	518	47.3	3960
CTS	9000	27200	504	47.3	3960
global route	9000	27200	237	47.3	3967
finish	9000	27200	506	47.3	3968
-- layer usage --
metal	vias to the layer above	global-route usage [%]
met5	-	2.21
met3	232	17.0
li1	9717	-
met4	4	14.5
met2	1359	54.7
met1	10700	48.9
-- path summary, 6_finish.rpt --
path                             start                 end  slack, ps  depth (start not counted)
worst max-delay path  sign_extend_i[0]  branch_adder_o[31]        510                         33
worst min-delay path     pc_adder_i[0]   branch_adder_o[0]       9000                          0
-- area by class of cell --
| type | count | share of cell area (%) |
|---|---|---|
| tap | 765 | 3.51 |
| antenna | 8 | 0.0735 |
| multi-input combinational | 2193 | 74.5 |
| timing repair buffer | 387 | 13.5 |
| inverter | 615 | 8.48 |
-- power groups by stage --
stage	Clock (W)	Sequential [W]	Combinational, W
after global routing	0.0000000000420	0	0.00693
after CTS	0	0	0.00623
No activity file was given, so power comes from the tool's default toggle rates.
